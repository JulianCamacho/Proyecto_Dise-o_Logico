==> design/flow/run.sh <==
#!/bin/bash
# OpenROAD 26Q1-2900-gdf79404cd8, Yosys 0.63+post, stock flow scripts
make -C /OpenROAD-flow-scripts/flow DESIGN_CONFIG=/design/flow/config.mk WORK_HOME=/design/flow/orfs finish
==> design/flow/config.mk <==
export PLATFORM = sky130hd
export DESIGN_NAME = ContadorHaciaArriba_EN_UD_LC
export DESIGN_NICKNAME = ContadorHaciaArriba_EN_UD_LC
export VERILOG_FILES = /design/flow/design.v
export SDC_FILE = /design/flow/constraint.sdc
export NUM_CORES = 4
export LEC_CHECK = 1
export CORE_AREA = 10 10 70 70
export DIE_AREA = 0 0 80 80
==> design/flow/constraint.sdc <==
current_design ContadorHaciaArriba_EN_UD_LC

set clk_period 1.8
set clk_io_pct 0.2

create_clock -name clk0 -period $clk_period [get_ports {clk}]

set non_clock_inputs [all_inputs -no_clocks]
set_input_delay [expr $clk_period * $clk_io_pct] -clock clk0 $non_clock_inputs
set_output_delay [expr $clk_period * $clk_io_pct] -clock clk0 [all_outputs]
==> design/flow/design.v <==
`timescale 1ns/1ps
module ContadorHaciaArriba_EN_UD_LC(
	input clk, rst, enable, UD, LC,
  	input [3:0] entradaParalela,
  	output reg [3:0] cuenta
);
  reg [3:0] state, next_state;
  always @ (negedge clk) begin
    if (!rst) state <= 0;
	else state <= next_state;
  end
  always @ (*) begin
    if (enable == 0) begin  
        next_state = state;
    end
    else begin  
      if(LC ==0) begin  
        if(UD == 0) begin  
          next_state = state+1;
        end
        else begin  
          next_state = state-1;
        end
      end
      else begin  
        next_state <= entradaParalela;
      end
    end
  end
  always @ (*) begin
    cuenta = state;
  end  
endmodule
==> impl_metrics.env <==
# implementation run metrics
export IMPL_drive_gt1_share_pct=45.6
export IMPL_drc_errors=0
export IMPL_regMostFlops="state"
export IMPL_rsz0062_at_grt="true"
export IMPL_core_area_um2=3420
export IMPL_grt_overflow_total=0
export IMPL_violations="negative setup slack"
export IMPL_diodes=0
export IMPL_slowest_stage="or4_4"
export IMPL_warning_count=32
export IMPL_wl_um=1170
export IMPL_grt_pass1_wl_um=1900
export IMPL_antenna_found_initial=0
export IMPL_io_buffers=12
export IMPL_synthToLayoutAreaGrowth_pct=101
export IMPL_chip_area_um2=6400
export IMPL_grt_start_max_net_pins=12
export IMPL_gp_congestion=0.837
export IMPL_cts_root_buf="clkbuf_4"
export IMPL_row_count=21
export IMPL_leakagePower_nw=0.312
export IMPL_p_total_mw=0.396
export IMPL_cts_tree="done"
export IMPL_postRouteAntennaNets=0
export IMPL_drv_slew=0
export IMPL_start_kind="input port"
export IMPL_avgSynthCellArea_um2=8.27
export IMPL_flop_cell="dfxtp_1"
export IMPL_fin_area_um2=682
export IMPL_fp_utilization_pct=9.93
export IMPL_yosysWarnings=1
export IMPL_worst_pin_slew_ns=0.225
export IMPL_powerDensity_nw_per_um2=580
export IMPL_cpPeakStageDelay_ns=0.50
export IMPL_yosys_cells=41
export IMPL_clkSinkCount=4
export IMPL_ys_ff=4
export IMPL_timing_rr_start="state[2]$_SDFFE_NN0P_"
export IMPL_hold_violations=0
export IMPL_track_usage_pct=3.61
export IMPL_cp_startpoint="UD"
export IMPL_reg2reg_depth=6
export IMPL_async_flop_share_pct=0
export IMPL_edf_count=0
export IMPL_hold_start="state[0]$_SDFFE_NN0P_"
export IMPL_maxCapViolations=0
export IMPL_numCtsBuffers=3
export IMPL_cp_max_fo=3
export IMPL_grt_pass1_vias=441
export IMPL_fin_worst_skew_ns=0.0104
export IMPL_post_drt_wl_per_cell_um=10.3
export IMPL_yosysMostFrequentCell="nand2_1"
export IMPL_reg_top3="state: 4 flops"
export IMPL_synth_cells=41
export IMPL_cts_buffer_depth=2
export IMPL_worstPathCellList="buf_8, ha_4, or4_4, o211ai_1, o311ai_1, o21ai_1"
export IMPL_worstPathRequired_ns=1.12
export IMPL_utilization_pct=20.0
export IMPL_drt_iter0_markers=4
export IMPL_synth_top_area_share_pct=23.6
export IMPL_whs_ns=0.592
export IMPL_die_h_um=80
export IMPL_holdPathStages=2
export IMPL_dr_total_vias=409
export IMPL_topCellsByArea="dfxtp_1, o211a_1, o211ai_1, ha_1, nand2_1"
export IMPL_common_cells="nand2_1, dfxtp_1, inv_1, o211ai_1, o211a_1"
export IMPL_ctsHtreeMaxLevel=1
export IMPL_ir_worst_vdd_mv=0.183
export IMPL_hold_class="flip-flop to flip-flop"
export IMPL_whs_endpoint="state[0]$_SDFFE_NN0P_"
export IMPL_synth_seq_share_pct=23.6
export IMPL_rrSetupSlack_ns=0.31
export IMPL_n_fill_cell=387
export IMPL_largest_register_ffs=4
export IMPL_placedCellCount=106
export IMPL_cts_hold_buffers_added=0
export IMPL_worst_path_buf_inv=1
export IMPL_setup_slack_ns=-0.303
export IMPL_synth_cell_types=24
export IMPL_top_area_cell="dfxtp_1"
export IMPL_netlist_area_um2=339
export IMPL_critical_path_class="input port to flip-flop"
export IMPL_critical_path_top_delay_family="simple AND/OR/NAND/NOR gates"
export IMPL_crit_arrival_ns=1.42
export IMPL_viasPerCell=3.59
export IMPL_clock_latency_ns=0.30
export IMPL_ios=13
export IMPL_layout_cells_non_filler=114
export IMPL_place_area_um2=602
export IMPL_r2r_end="state[3]$_SDFFE_NN0P_"
export IMPL_status="complete, but fails checks"
export IMPL_dieWidth_um=80
export IMPL_place_hpwl_um=867
export IMPL_maxSlewHeadroom_pct=84.8
export IMPL_drtPass1Iterations=4
export IMPL_path_clk_slew_ns=0.03
export IMPL_setup_viol=7
export IMPL_ys_chip_area_um2=339
export IMPL_endpoint_kind="flip-flop"
==> cells by family (layout without fill, tap and decap cells) <==
family,count (synthesis),in the layout,share of synthesized area (%)
XOR/XNOR,1,1,2.58
AND-OR/OR-AND,12,12,28.0
flip-flops,4,4,23.6
buffers and inverters,6,33,7.01
AND/OR/NAND/NOR,14,14,22.5
multiplexers,1,1,2.95
adder cells (fa/ha/maj),3,3,13.3
==> how the worst max path moves through the flow <==
stage	end	depth (start not counted)	slack, ns
after CTS	state[3]$_SDFFE_NN0P_	6	-0.29
after global routing	state[3]$_SDFFE_NN0P_	6	-0.37
final	state[3]$_SDFFE_NN0P_	6	-0.30
==> stage by stage <==
stage               setup TNS [ns]  setup WS (ns)
finish                       -1.44         -0.303
global route                 -1.77         -0.371
CTS                          -1.51         -0.294
detailed placement           -4.80          -1.12
global placement             -4.75          -1.12
floorplan                    -1.01         -0.429
==> power by group <==
group | total (mW) | internal, mW | switching [mW]
Clock | 0.150 | 0.0873 | 0.0624
Combinational | 0.144 | 0.0836 | 0.0603
Sequential | 0.102 | 0.0988 | 0.00343
Total | 0.396 | 0.270 | 0.126
==> cell type report <==
cell class                 count  area, um^2  share of cell area [%]
clock buffer                   3        22.5                    3.30
tap                           46        57.6                    8.44
sequential                     4        85.1                    12.5
inverter                       3        18.8                    2.75
timing repair buffer          23         200                    29.4
clock inverter                 4        15.0                    2.20
multi-input combinational     31         283                    41.5
==> cells in the final DEF (no fill, tap or decap) <==
cell,count
buf_4,8
nand2_1,6
inv_1,6
clkdlybuf4s50_1,5
o211ai_1,4
buf_2,4
dfxtp_2,4
o211a_1,3
clkbuf_4,3
ha_4,2
dlygate4sd2_1,2
buf_8,2
buf_6,2
nor2_1,1
nand2b_1,1
or2b_1,1
a21oi_2,1
mux2i_1,1
nor3b_1,1
and2b_1,1
o21a_1,1
a221oi_2,1
nor3_1,1
nor4b_2,1
or4_4,1
o311ai_1,1
o21ai_1,1
xor2_1,1
inv_8,1
fa_2,1
==> tightest hold or removal path, cell delays in order, from the launching register on <==
cell	delay (ns)
dfxtp_2	0.31
buf_4	0.12
o211a_1	0.13
==> routing by layer <==
metal	up-vias	track usage [%]	share of wire, %
li1	207	-	-
met4	0	1.58	0
met5	-	0	0
met2	16	4.90	46
met3	0	1.82	7.5
met1	186	4.65	46
==> repair_timing <==
item                                    CTS  global route
resized                                  31             2
endpoints found under the setup margin    8             7
hold endpoints to repair                  0             0
setup buffers                             2             0
pin swaps                                 7             3
Power is estimated from default activity; no workload was simulated.
