`design/flow/constraint.sdc`:
```
current_design TOP

set clk_period 5.1
set clk_io_pct 0.2

create_clock -name clk0 -period $clk_period [get_ports {clk}]

set non_clock_inputs [all_inputs -no_clocks]
set_input_delay [expr $clk_period * $clk_io_pct] -clock clk0 $non_clock_inputs
set_output_delay [expr $clk_period * $clk_io_pct] -clock clk0 [all_outputs]
```
`design/flow/config.mk`:
```
export PLATFORM = sky130hd
export DESIGN_NAME = TOP
export DESIGN_NICKNAME = TOP
export VERILOG_FILES = /design/flow/design.v
export SDC_FILE = /design/flow/constraint.sdc
export NUM_CORES = 4
export LEC_CHECK = 1
export CORE_AREA = 10 10 103 103
export DIE_AREA = 0 0 113 113
```
`design/flow/design.v`:
```
`timescale 1ns/1ps 
module RegSerieCargaParalela_EN #(parameter BITS=8) (
	input clk, rst, LS, EN, D, 
  	input [BITS-1:0] DP,
  	output reg out
);
  reg [BITS-1:0] state, next_state;
  always @ (posedge clk) begin 
    if (!rst) state <= 0; 
    else state <= next_state;
  end
  always @ (*) begin
    if(EN == 1) begin
        if (LS == 0) next_state = DP;
        else next_state = {D, state[BITS-1:1]};
    end
    else next_state = state;
  end
  always @ (*) begin
    out = state[0];
  end
endmodule
`timescale 1ns/1ps 
module RegParalelaParalela_EN #(parameter BITS=8) (
	input clk, rst, EN, 
  	input [BITS-1:0] DP,
  	output reg [BITS-1:0] out
);
  reg [BITS-1:0] state, next_state;
  always @ (posedge clk) begin 
    if (!rst) state <= 0; 
    else state <= next_state;
  end
  always @ (*) begin
    if(EN == 1) next_state = DP;
    else next_state = state;
  end
  always @ (*) begin
    out = state;
  end
endmodule
`timescale 1ns/1ps 
module RegSalidaSerieYParalela_EN #(parameter BITS=8) (
	input clk, rst, LS, EN, D, 
  	input [BITS-1:0] DP,
  	output reg outSerie,
 	output reg [BITS-1:0] outParalela
);
  reg [BITS-1:0] state, next_state;
  always @ (posedge clk) begin 
    if (!rst) state <= 0; 
    else state <= next_state;
  end
  always @ (*) begin
    if(EN == 1) begin
      if (BITS == 1) begin
        if (LS == 0) next_state = DP;
        else next_state = D;
      end
      else begin     
        if (LS == 0) next_state = DP;
        else next_state = {D, state[BITS-1:1]};
      end 
    end
    else next_state = state;
  end
  always @ (*) begin
    outSerie = state[0];
    outParalela = state;
  end
endmodule
`timescale 1ns/1ps
module ContadorAbajo_EN #(parameter BITS=3)(
	input clk, rst, EN,
  	output reg [BITS-1:0] cuenta
);
  reg [BITS-1:0] state, next_state;
  always @ (posedge clk) begin
    if (!rst) state <= 7;
	else state <= next_state;
  end
  always @ (*) begin
    if (EN == 0) begin  
        next_state = state;
    end
    else begin  
        next_state = state-1;
    end
  end
  always @ (*) begin
    cuenta = state;
  end  
endmodule
`timescale 1ns/1ps
module sumador #(parameter BITS=8)(
  input [BITS-1:0] A, B, 
  input Cin, 
  output reg [BITS-1:0] S, 
  output reg Cout
);
  always @ (*) begin
    {Cout,S} = A+B+Cin;
  end
endmodule
`timescale 1ns/1ps
module TOP #(parameter BITS=8)(
  	input Load_Regs, Shift_Regs, Add_Regs, Decr_P,
  	input clk, rst,
	input [BITS-1:0] DP_B, DP_Q,  
  output reg [2*BITS:0] Producto,
  	output reg Q0, Zero,
  output reg [2:0] P
);
  wire [BITS-1:0] salidaRegB, salidaParalelaA, salidaParalelaQ, resultadoSum;
  wire salidaSerieA, salidaSerieQ, salidaSerieC, salidaParalelaC, cout;
  wire [2:0] cuenta;
  reg LS_A, LS_Q, EN_A, EN_C, EN_Q;
  RegParalelaParalela_EN #(.BITS(BITS)) RegisterB (.clk(clk), 
                                      .rst(rst), 
                                      .EN(Load_Regs),
                                      .DP(DP_B), 
                                      .out(salidaRegB));
  RegSalidaSerieYParalela_EN #(.BITS(1)) RegisterC (.clk(clk), 
                                      .rst(rst),
                                      .LS(Shift_Regs),
                                   	  .EN(EN_C),
                                      .D(0),
                                      .DP(cout),                                                .outSerie(salidaSerieC),                                      .outParalela(salidaParalelaC));
  RegSalidaSerieYParalela_EN #(.BITS(BITS)) RegisterA (.clk(clk), 
                                      .rst(rst), 
                                      .LS(LS_A),
                                      .EN(EN_A),
                                      .D(salidaSerieC),
                                      .DP(resultadoSum), 
                                      .outSerie(salidaSerieA),                                      .outParalela(salidaParalelaA));
  RegSalidaSerieYParalela_EN #(.BITS(BITS)) RegisterQ (.clk(clk), 
                                      .rst(rst), 
                                      .LS(LS_Q),
                                      .EN(EN_Q),   
                                      .D(salidaSerieA),
                                      .DP(DP_Q),
                                      .outSerie(salidaSerieQ),                                      .outParalela(salidaParalelaQ));
  sumador #(.BITS(BITS)) sum (.A(salidaParalelaA),
                               .B(salidaRegB),
                              .Cin(salidaSerieC),
                               .S(resultadoSum),
                               .Cout(cout));
  ContadorAbajo_EN #(.BITS(3)) RegisterP (.clk(clk), 
                              .rst(rst), 
                              .EN(Decr_P),
                              .cuenta(cuenta));
  always @ (*) begin
    if (Load_Regs == 1) begin
      	EN_Q = 1;
      	LS_Q = 0;  
    end
    else begin
        LS_Q = 1;  
      	EN_Q = 0;
    end
  end
  always @ (*) begin
    if (Add_Regs == 1) begin
    	EN_A = 1;	
      	LS_A = 0;
    end
    else begin
       LS_A = 1;
       EN_A = 0;	
    end
  end
  always @ (*) begin
    if (Shift_Regs == 1) begin
    	EN_C = 1;
      	EN_A = 1;
      	EN_Q = 1;
      	LS_A = 1;
      	LS_Q = 1;
    end
    else begin
       	LS_A = 1;
     	EN_C = 0;
      	EN_A = 0;
      	EN_Q = 0;
    end
  end
  always @ (*) begin
    Producto = {salidaSerieC, salidaParalelaA, salidaParalelaQ};
    Q0 = salidaSerieQ;
    P = cuenta;
    if(cuenta == 0) begin
    	Zero = 1;
    end
    else Zero = 0;
  end
endmodule
```
`design/flow/run.sh`:
```
#!/bin/bash
# OpenROAD 26Q1-2900-gdf79404cd8, Yosys 0.63+post, stock flow scripts
make -C /OpenROAD-flow-scripts/flow DESIGN_CONFIG=/design/flow/config.mk WORK_HOME=/design/flow/orfs finish
```
==> run summary <==
yosys + openroad results -> Post-synth top cells 28 x dfxtp_1, 20 x nor2b_1, 17 x mux2i_1, flops & latches, synth 28, ys flop type dfxtp_1, Yosys Instances 148, Post-synth EDFFs 0, Top cell area share 0.395, Synth top cell by count dfxtp_1, stop err ERROR: Found 2 problems in 'check -assert'., Fail Step 1_2_yosys, biggest area cells dfxtp_1 40%, mux2i_1 12%, nor2b_1 8.8%, yosys stat chip area 1420 um2, cell taking the most area after synthesis dfxtp_1, Post-synth seq share 0.395, status stopped before the end, Ys Warns 7, ys async rst share 0, distinct lib cells 33
logic make-up after synthesis:
group,share of synthesized area
AND/OR/NAND/NOR,0.184
buffers and inverters,0.0733
AND-OR/OR-AND,0.114
multiplexers,0.120
flip-flops,0.395
XOR/XNOR,0.00618
adder cells (fa/ha/maj),0.108
